<file path="flow/run.sh">
#!/bin/bash
# OpenROAD 26Q1-2900-gdf79404cd8, Yosys 0.63+post, stock flow scripts
make -C /OpenROAD-flow-scripts/flow DESIGN_CONFIG=/design/flow/config.mk WORK_HOME=/design/flow/orfs finish
</file>
<file path="flow/config.mk">
export PLATFORM = sky130hd
export DESIGN_NAME = clock
export DESIGN_NICKNAME = clock
export VERILOG_FILES = /design/flow/design.v
export SDC_FILE = /design/flow/constraint.sdc
export NUM_CORES = 4
export LEC_CHECK = 1
export CORE_UTILIZATION = 50
</file>
<file path="flow/constraint.sdc">
current_design clock

set clk_period 6.8
set clk_io_pct 0.2

create_clock -name clk0 -period $clk_period [get_ports {clk}]

set non_clock_inputs [all_inputs -no_clocks]
set_input_delay [expr $clk_period * $clk_io_pct] -clock clk0 $non_clock_inputs
set_output_delay [expr $clk_period * $clk_io_pct] -clock clk0 [all_outputs]
</file>
<file path="flow/design.v">
`timescale 1ns/1ps
module clock (
    clk,
    reset_n,
    second,
    minute,
    hour,
    sec_count
    );
    input clk, reset_n;
    output reg [5:0] second, minute;
    output reg [4:0] hour;
    output reg [27:0] sec_count;  
    always @(posedge(clk) or posedge(reset_n)) begin
        if(reset_n == 1'b1) begin
            sec_count <= 0;
            second <= 0;
            hour <= 0;
            minute <= 0;
        end
        else if(clk == 1'b1) begin
            sec_count <= sec_count + 1;
            if (sec_count >= 99999999) begin  
                second <= second + 1;
                sec_count <= 0;
            end
            if (second >= 60) begin  
                second <= 0;
                minute <= minute + 1;
            end
            if (minute >= 60) begin  
                minute <= 0;
                hour <= hour + 1;
            end
            if (hour >= 24) begin  
                hour <= 0;
            end
        end
    end
endmodule  
</file>
==> results.ini <==
[clocking]
cts_buffers=5
cts_tree=built
post_cts_buffers=0
cts_root_buffer=clkbuf_8
worstSkewPairLatency_ns=0.30
htreeDepth=2
cts_buffer_depth=2
holdBufCountCts=0
clkSinkCount=45
path_clk_slew_ns=0.08
postCtsResizedCells=0

[die]
fp_util_pct=51.9
coreArea_um2=4350
num_io_pins=47
die_w_um=69.2
dieArea_um2=4790
core.rowCount=24
die_h_um=69.2

[layout]
drive_above_1_share_pct=6.86
layout_top_cells=46 x clkdlybuf4s50_1, 45 x dfrtp_1, 36 x nor2_1, 23 x xor2_1, 20 x nand2_1
stdcell_count=329
final_common_cell=clkdlybuf4s50_1
syn_to_final_growth_pct=27.1

[sta]
hold_viol=0
min_period_ns=2.73
tns_ns=0
final_critical_path_setup_slack_ns=4.07
drv_slew=0
skew_ns=0.00857
period_used_pct=40.2
finalSetupViolCount=0
worst_pin_slew_ns=0.716
rsz0062_at_grt=false
relSlewSlack_pct=52.1
max_freq_ghz=0.366

[critical_path]
r2r-start=sec_count[0]$_DFF_PP0_
end_kind=primary output
crit_buf_inv=1
start_kind=register
crit_required_ns=5.44
critPathMaxFanout=11
slowest_stage=dfrtp_1
startpoint=sec_count[27]$_DFF_PP0_
critPathTopFamily=flip-flops
slowest_delay_ns=0.54
critical_path_class=register to primary output
timing.critical_path.cells=clkdlybuf4s50_1
crit_arrival_ns=1.37

[synth]
syn_inst=226
async_flop_share_pct=100
ys_ff=45
syn_area_per_cell_um2=10.0
yosys_area_um2=2260
edf_count=0
synth_area_leader_cell=dfrtp_1
ys_warn_count=1
ys_cells=226
ys_top_cells_by_area=dfrtp_1 50%, xor2_1 8.9%, nor2_1 6.0%
syn_area_um2=2260
ys_seq_share_pct=49.8
yosysUniqueCellTypes=38
ys.flop_type=dfrtp_1
yosysTopAreaCellShare_pct=49.8

[grt]
grt_pass1_vias=1479
grt_pass1_wl_mm=7.18
grt_max_degree=46
antenna_found_initial=0
gr-total-overflow=0
track_usage_pct=19.1

[route]
vias=1747
viasPerCell=5.31
drtAntennaViolNets=0
wl_per_cell_um=13.1
drc=0
drt-pass1-iter-count=5
routed_wirelength_mm=4.31
drtIter0Drc=52
diodes=0

[place]
place_inst=321
post-place-ws_ns=4.40
io_buffer_count=46
hpwl_mm=2.94
gp_congestion=0.776

[job]
warnings=28
maxCapViolations=0

[power_and_ir_drop]
ir_drop_mv=0.195
p_per_area_nw_per_um2=213
p_leak_nw=1.26

[status]
outcome=complete, no violations

[hold_path]
hp-start=sec_count[0]$_DFF_PP0_
hold_class=register to register

==> routing by layer <==
metal	track usage (%)	routed length, µm
met5	0	0
met4	1.36	37
met3	3.83	198
met2	25.9	1760
met1	35.0	2320
==> flip-flops by register name, indices dropped and copies added, names as in the netlist <==
register,count
hour,5
minute,6
sec_count,28
second,6
==> cell families after synthesis <==
| family | after synthesis | synth area share [%] |
|---|---|---|
| buffers and inverters | 13 | 3.15 |
| multiplexers | 4 | 1.83 |
| flip-flops | 45 | 49.8 |
| other | 1 | 0.166 |
| AND/OR/NAND/NOR | 106 | 24.0 |
| AND-OR/OR-AND | 23 | 7.08 |
| adder cells (fa/ha/maj) | 5 | 2.77 |
| XOR/XNOR | 29 | 11.2 |
==> area by class of cell <==
class,instances,area [µm²]
clock inverters,1,30.0
well taps,52,65.1
flip-flops and latches,45,1130
repair buffers,47,468
clock buffers,7,86.3
fillers,355,1480
multi-input cells,168,1060
inverters,9,33.8
==> metrics by stage <==
step | total power [W] | cell area [µm²] | hold WS [ns] | util [%]
final | 0.000613 | 2870 | 0.517 | 66.0
after CTS | 0.000623 | 2870 | 0.521 | 66.0
after floorplan | 0.000360 | 2260 | 0.446 | -
after global placement | 0.000413 | 2760 | 0.508 | 63.3
after global routing | 0.000649 | 2870 | 0.551 | 66.0
after detailed placement | 0.000413 | 2760 | 0.512 | 63.3
==> where the power goes <==
group	switching [W]	internal, W	total [W]
Sequential	0.0000339	0.000289	0.000323
Combinational	0.0000293	0.0000555	0.0000847
Clock	0.0000857	0.000120	0.000205
==> Yosys cell counts (all sizes together), types with 2 or more instances <==
cell / count
mux2i: 3
nor4: 2
a31oi: 3
and2: 2
buf: 4
nor2: 38
and3: 8
nor3: 2
dfrtp: 45
ha: 5
xnor2: 6
nand2: 22
a211oi: 2
xor2: 23
inv: 9
nand4: 14
nand3: 14
a21oi: 7
o21ai: 6
o2111ai: 2
==> worst paths after layout <==
check / to / slack (ns) / cells after the start
max in group asynchronous: second[5]$_DFFE_PP0P_ / 4.91 / 3
max reg2reg: sec_count[18]$_DFF_PP0_ / 4.47 / 7
min in group asynchronous: hour[1]$_DFFE_PP0P_ / 1.51 / 3
min: sec_count[0]$_DFF_PP0_ / 0.52 / 1
min reg2reg: sec_count[0]$_DFF_PP0_ / 0.52 / 1
max: sec_count[27] / 4.07 / 1
Power and IR drop assume default switching activity.
